File: design/flow/design.v
package axis_pkg;
    parameter int data_width = 64;
    parameter int data_user  = 128;
    typedef logic [data_width-1:0] axis_data_t;
    typedef struct packed {
        axis_data_t               tdata;
        logic [data_width/8-1:0]  tkeep;  
        logic                     tlast;
        logic [data_user-1:0]     tuser;
    } axis_word_t;
endpackage : axis_pkg
package axis_pkg;
    parameter int data_width = 64;
    parameter int data_user  = 128;
    typedef logic [data_width-1:0] axis_data_t;
    typedef struct packed {
        axis_data_t               tdata;
        logic [data_width/8-1:0]  tkeep;  
        logic                     tlast;
        logic [data_user-1:0]     tuser;
    } axis_word_t;
endpackage : axis_pkg
package axis_pkg;
    parameter int data_width = 64;
    parameter int data_user  = 128;
    typedef logic [data_width-1:0] axis_data_t;
    typedef struct packed {
        axis_data_t               tdata;
        logic [data_width/8-1:0]  tkeep;  
        logic                     tlast;
        logic [data_user-1:0]     tuser;
    } axis_word_t;
endpackage : axis_pkg
module preamble_sfd_detector #(
    parameter int DATA_W = 8    
)(
    input  logic              aclk,
    input  logic              aresetn,
    input  logic [DATA_W-1:0] s_axis_tdata,
    input  logic              s_axis_tvalid,
    input  logic              s_axis_tlast,
    output logic              s_axis_tready,
    output logic              preamble_detected    
);
    localparam byte PREAMBLE = 8'h55;
    localparam byte SFD      = 8'hD5;
    localparam logic [15:0] ETH_TYPE_IPV4 = 16'h0800;
    localparam logic [15:0] ETH_TYPE_IPV6 = 16'h86DD;
    typedef enum logic [2:0] {
        S_IDLE,
        S_PREAMBLE,
        S_SFD,
        S_ETH_HDR,
        S_DONE
    } state_t;
    state_t state, next_state;
    logic [2:0] pre_cnt;
    logic [15:0] ethertype;
    assign s_axis_tready = 1'b1;  
    assign preamble_detected = (state == S_PREAMBLE) || (state == S_SFD);
    always_ff @(posedge aclk or negedge aresetn) begin
        if (!aresetn) begin
            state     <= S_IDLE;
            pre_cnt   <= 3'd0;
            ethertype <= 16'd0;
        end else begin
            state <= next_state;
            if (s_axis_tvalid) begin
                case (state)
                    S_PREAMBLE: begin
                        if (s_axis_tdata == PREAMBLE)
                            pre_cnt <= pre_cnt + 1;
                        else
                            pre_cnt <= 0;  
                    end
                    S_SFD: begin
                    end
                    S_ETH_HDR: begin
                        if (pre_cnt == 12) ethertype[15:8] <= s_axis_tdata;
                        if (pre_cnt == 13) ethertype[7:0]  <= s_axis_tdata;
                        pre_cnt <= pre_cnt + 1;
                    end
                endcase
            end
        end
    end
    always_comb begin
        next_state = state;
        case (state)
            S_IDLE:     if (s_axis_tvalid && s_axis_tdata == PREAMBLE) next_state = S_PREAMBLE;
            S_PREAMBLE: if (pre_cnt == 7 && s_axis_tvalid && s_axis_tdata == SFD) next_state = S_SFD;
            S_SFD:      if (s_axis_tvalid) next_state = S_ETH_HDR;
            S_ETH_HDR:  if (ethertype == ETH_TYPE_IPV4 || ethertype == ETH_TYPE_IPV6)
                            next_state = S_DONE;
            S_DONE:     if (s_axis_tlast) next_state = S_IDLE;
        endcase
    end
endmodule
File: design/flow/run.sh
#!/bin/bash
# OpenROAD 26Q1-2900-gdf79404cd8, Yosys 0.63+post, stock flow scripts
make -C /OpenROAD-flow-scripts/flow DESIGN_CONFIG=/design/flow/config.mk WORK_HOME=/design/flow/orfs finish
File: design/flow/config.mk
export PLATFORM = sky130hd
export DESIGN_NAME = preamble_sfd_detector
export DESIGN_NICKNAME = preamble_sfd_detector
export VERILOG_FILES = /design/flow/design.v
export SDC_FILE = /design/flow/constraint.sdc
export NUM_CORES = 4
export LEC_CHECK = 1
export CORE_AREA = 10 10 70 70
export DIE_AREA = 0 0 80 80
File: design/flow/constraint.sdc
current_design preamble_sfd_detector

set clk_period 2.6
set clk_io_pct 0.2

create_clock -name clk0 -period $clk_period [get_ports {aclk}]

set non_clock_inputs [all_inputs -no_clocks]
set_input_delay [expr $clk_period * $clk_io_pct] -clock clk0 $non_clock_inputs
set_output_delay [expr $clk_period * $clk_io_pct] -clock clk0 [all_outputs]
==> run_results.csv <==
group,metric,value,unit
sta,hold_viol,0,
cts,ctsRootBufferMaster,"clkbuf_4",
critical_path,critPathCaptureType,"primary output",
cts,cts_buffers,3,
synth,ys_cells,38,
die,rows,21,
final_layout,stdcell_area,571,um^2
job,warnings,26,
worst_hold_path,hold_path_end,"state[0]",
route,drt-total-wl,908,um
grt,grt_pass1_wl,1540,um
critical_path,criticalPathCategory,"flip-flop to primary output",
cts,clock_path_buffers,2,
grt,grt_max_degree,13,
cts,clk_pin_slew_worst_paths,0.05,ns
grt,grt.total_usage,0.0300,
final_layout,fin_util,0.167,
sta,setup_tns,0,ns
final_layout,areaGrowthSynthToFinish,46.6,%
synth,yosysSeqAreaShare,0.453,
critical_path,worstReg2RegEnd,"pre_cnt[2]",
critical_path,arrival,1.25,ns
die,core,0.00342,mm^2
cts,ctsHoldBuffers,0,
place,dp_hpwl,778,um
route,drtPass1Iterations,4,
final_layout,drive_gt1_frac,0.118,
route,vias,316,
grt,antenna_found_initial,0,
critical_path,path_max_fanout,4,
cts,cts_setup_buffers,0,
critical_path,start_kind,"flip-flop",
place,io_buffers,11,
die,fp_util,0.114,
die,num_io_pins,14,
worst_hold_path,hold_start,"state[0]",
sta,drv_slew,0,
route,antenna_cells,0,
sta,setup_viol,0,
synth,syn-cell-area,389,um^2
cts,cts_tree,"yes",
sta,hold_ws,0.445,ns
route,drt_iter0_markers,16,
power,leakagePower,0.247,nW
critical_path,reg2reg_depth,4,
grt,grt.overflow.total,0,
die,dieArea,0.00640,mm^2
route,drc,0,
cts,clock_sinks,7,
synth,yosysWarnings,1,
sta,rsz0062_at_grt,"no",
critical_path,rrSetupSlack,1.31,ns
die,die_y,80,um
cts,clk_latency,0.24,ns
power,p_per_area,550,mW/mm^2
job,max-cap-violations,0,
power,total_power,0.314,mW
sta,post-route-period-util,0.682,
synth,ys_types,21,
place,gp_congestion,0.697,
synth,ys_area,389,um^2
critical_path,worstSetupStartpoint,"state[2]",
synth,synth_cells,38,
grt,grt_pass1_vias,364,
die,dieWidth,80,um
sta,final.min_clock_period,1.77,ns
route,vias_per_cell,3.26,
place,placed_area,544,um^2
sta,skew,0.000142,ns
synth,ys.flops,7,
status,status,"finished clean",
worst_hold_path,whs_path_depth,2,
critical_path,required,2.08,ns
worst_hold_path,hp-class,"flip-flop to flip-flop",
critical_path,r2r-start,"pre_cnt[0]",
route,ant_nets,0,
cts,htreeDepth,1,
sta,fmax,0.564,GHz
power,peakVddDrop,0.0000909,V
route,wl_per_cell,9.36,um
cts,cts_resized,0,
synth,avgSynthCellArea,10.2,um^2
## layout make-up
cell class,instances,area [um^2]
multi-input combinational,25,185
fill,383,2850
timing repair buffer,11,110
inverter,4,15.0
tap,46,57.6
clock buffer,4,26.3
sequential,7,176
## flip-flops by register name, indices dropped and copies added (netlist names)
register  flops
state         4
pre_cnt       3
## logic make-up (layout without fill, tap and decap cells)
| logic type | Yosys count | count (layout) | share of synthesized area |
|---|---|---|---|
| simple gates | 10 | 10 | 0.177 |
| fa+ha+maj | 2 | 2 | 0.0643 |
| flops | 7 | 7 | 0.453 |
| buf+inv | 6 | 19 | 0.0707 |
| other cells | 1 | 1 | 0.00964 |
| compound gates | 11 | 11 | 0.199 |
| mux | 1 | 1 | 0.0257 |
## how the worst max path moves through the flow
stage              endpoint  slack [ns]  cells past startpoint
6_report  preamble_detected        0.83                      3
5_1_grt   preamble_detected        0.73                      3
4_1_cts   preamble_detected        0.80                      3
## cell usage in the layout, fill, tap and decap left out, types with 2 or more instances in the layout
master and n:
nand2_1 4, a41oi_1 2, clkdlybuf4s50_1 11, clkbuf_4 3, ha_1 2, nand4_1 2
a32oi_1 2, inv_1 4, dfrtp_1 6, o21ai_1 3
## per-layer routing
layer,track usage,share of wire,vias up
met3,0.0114,0.040,0
met2,0.0554,0.53,3
met4,0.00704,0,0
met1,0.0311,0.43,147
li1,-,-,166
met5,0,0,-
## cells in the mapped netlist (all sizes together)
cell,instances,area share
dfrtp,6,0.39
inv,4,0.039
nand2,4,0.039
nand4,3,0.064
o21ai,3,0.039
a32oi,2,0.045
a41oi,2,0.045
buf,2,0.032
ha,2,0.064
a21o,1,0.019
a21oi,1,0.013
a2bb2oi,1,0.023
and3b,1,0.023
and4bb,1,0.042
conb,1,0.0096
dfstp,1,0.068
mux2i,1,0.026
nor2,1,0.0096
o22ai,1,0.016
## power by group
| part | total, mW | internal (mW) | switching, mW | leakage [nW] |
|---|---|---|---|---|
| Combinational | 0.0775 | 0.0428 | 0.0347 | 0.144 |
| Sequential | 0.142 | 0.129 | 0.0131 | 0.0885 |
| Clock | 0.0936 | 0.0583 | 0.0353 | 0.0150 |
| Total | 0.314 | 0.230 | 0.0831 | 0.247 |
## per-stage QoR
| stage | std cells | setup slack, ns |
|---|---|---|
| 5_1_grt | 97 | 0.731 |
| 3_3_place_gp | 93 | 0.823 |
| 6_report | 97 | 0.826 |
| 3_5_place_dp | 93 | 0.781 |
| 4_1_cts | 97 | 0.803 |
| 2_1_floorplan | 38 | 1.37 |
## worst max-delay path, stage by stage (launching register included)
cell and delay (ns):
dfrtp_1 0.40, inv_1 0.10, nand2_1 0.07, clkdlybuf4s50_1 0.45
Power is estimated from default activity; no workload was simulated.
